$ cat flow/run.sh
#!/bin/bash
# OpenROAD 26Q1-2900-gdf79404cd8, Yosys 0.63+post, stock flow scripts
make -C /OpenROAD-flow-scripts/flow DESIGN_CONFIG=/design/flow/config.mk WORK_HOME=/design/flow/orfs finish
$ cat flow/config.mk
export PLATFORM = sky130hd
export DESIGN_NAME = async_fifo
export DESIGN_NICKNAME = async_fifo
export VERILOG_FILES = /design/flow/design.v
export SDC_FILE = /design/flow/constraint.sdc
export NUM_CORES = 4
export LEC_CHECK = 1
export CORE_UTILIZATION = 50
$ cat flow/constraint.sdc
current_design async_fifo

set clk_period 32.0
set clk_io_pct 0.2

create_clock -name clk0 -period $clk_period [get_ports {rclk}]
create_clock -name clk1 -period $clk_period [get_ports {wclk}]

set non_clock_inputs [all_inputs -no_clocks]
set_input_delay [expr $clk_period * $clk_io_pct] -clock clk0 $non_clock_inputs
set_output_delay [expr $clk_period * $clk_io_pct] -clock clk0 [all_outputs]
$ cat flow/design.v
module async_fifo #(parameter DATASIZE = 8,
                    parameter ADDRSIZE = 8)
                    (input wclk, wrst, winc,
                     input rclk, rrst, rinc,
                     input [DATASIZE-1:0] wdata,
                     output [DATASIZE-1:0] rdata,
                     output wfull,
                     output rempty);
wire [ADDRSIZE-1:0] waddr, raddr;
wire [ADDRSIZE:0] rd_wptr, wd_rptr, rptr, wptr;
fifomemory #(DATASIZE, ADDRSIZE) fifomem (.wdata(wdata), .winc(winc), .wfull(wfull), .waddr(waddr), .raddr(raddr), .wclk(wclk), .rdata(rdata));
wdomain #(ADDRSIZE) wdomain1 (.wclk(wclk), .winc(winc), .wfull(wfull), .waddr(waddr), .wrst(wrst), .wd_rptr(wd_rptr), .wptr(wptr));
rdomain #(ADDRSIZE) rdomain1 (.rclk(rclk), .rinc(rinc), .rempty(rempty), .raddr(raddr), .rrst(rrst), .rd_wptr(rd_wptr), .rptr(rptr));
sync_wptr #(ADDRSIZE) sync_wptr1 (.wptr(wptr), .rclk(rclk), .rrst(rrst), .rd_wptr(rd_wptr));
sync_rptr #(ADDRSIZE) sync_rptr1 (.rptr(rptr), .wclk(wclk), .wrst(wrst), .wd_rptr(wd_rptr));
endmodule                 
module fifomemory #(parameter DATASIZE = 8,  
                    parameter ADDRSIZE = 4)  
                 (input [DATASIZE-1:0] wdata,  
                  input winc, 
                  input wfull,
                  input [ADDRSIZE-1:0] waddr, 
                  input [ADDRSIZE-1:0] raddr, 
                  input wclk, 
                  output [DATASIZE-1:0] rdata);
localparam DEPTH = 1 << ADDRSIZE;  
reg [DATASIZE-1:0] memory [DEPTH-1:0]; 
assign rdata = memory[raddr];  
always @(posedge wclk) begin  
    if (winc && ! wfull) memory[waddr] <= wdata;  
end                 
endmodule
module rdomain #(parameter ADDRSIZE = 4)
                (input rclk,
                 input rrst,
                 input rinc,
                 input [ADDRSIZE:0] rd_wptr,
                 output [ADDRSIZE-1:0] raddr ,
                 output reg [ADDRSIZE:0] rptr ,
                 output reg rempty);
reg [ADDRSIZE:0] rbin_addr;
wire [ADDRSIZE:0] rgraynext, rbinnext;
always @(posedge rclk or negedge rrst) begin
    if(!rrst) {rbin_addr, rptr} <= 0;
    else {rbin_addr, rptr} = {rbinnext, rgraynext};
end 
assign raddr = rbin_addr[ADDRSIZE-1:0];
assign rbinnext = rbin_addr + rinc;
assign rgraynext = (rbin_addr >> 1) ^ rbin_addr;
assign rempty_val = (rgraynext == rd_wptr);
always @(posedge rclk or negedge rrst) begin 
    if (!rrst) rempty <= 0;
    else rempty <= rempty_val;
end
endmodule                 
module sync_rptr #(parameter ADDRSIZE = 4)
                  (input [ADDRSIZE:0]rptr,
                   input wclk,
                   input wrst,
                   output reg [ADDRSIZE:0] wd_rptr);
reg [ADDRSIZE:0] wd_rptr1;
always @(posedge wclk or negedge wrst) begin
    if (!wrst) {wd_rptr, wd_rptr1} <= 0;
    else {wd_rptr, wd_rptr1} <= {wd_rptr1, rptr};
end                   
endmodule                   
module sync_wptr#(parameter ADDRSIZE = 4)
                 (input [ADDRSIZE:0] wptr ,
                  input rclk, 
                  input rrst,
                  output reg [ADDRSIZE:0] rd_wptr);
reg [ADDRSIZE:0] rd_wptr1;
always @(posedge rclk or negedge rrst) begin
    if(!rrst) {rd_wptr,rd_wptr1} <= 0;
    else {rd_wptr,rd_wptr1} <= {rd_wptr1, wptr};
end
endmodule                  
module wdomain #(parameter ADDRSIZE = 4)  
               (input wclk,
                input winc, 
                input wrst,
                input [ADDRSIZE:0] wd_rptr ,  
                output [ADDRSIZE-1:0] waddr ,
                output reg [ADDRSIZE:0] wptr ,
                output reg wfull);
reg [ADDRSIZE:0] wbin_addr;
wire [ADDRSIZE:0] wgraynext, wbinnext;
always @(posedge wclk or negedge wrst) begin
    if (!wrst) {wbin_addr, wptr} <= 0;     
    else {wbin_addr, wptr} <= {wbinnext, wgraynext};
end
assign waddr = wbin_addr[ADDRSIZE-1:0];  
assign wbinnext = wbin_addr + (winc + ~wfull);  
assign wgraynext = (wbinnext >> 1) ^ wbinnext;  
assign wfull_val = (wgraynext == {~wd_rptr[ADDRSIZE:ADDRSIZE-1], wd_rptr[ADDRSIZE-2:0]});  
always @(posedge wclk or negedge wrst) begin
    if (!wrst) wfull <= 1'b0;
    else wfull <= wfull_val;
end
endmodule
==> results.ini <==
[status]
status=finished, final reports clean

[critical_path]
crit_fanout=41
critPathMaxStageDelay_ps=730
end_kind=primary output
reg2reg_from=wdomain1.wbin_addr[2]
crit_path_end=rdata[0]
critPathLaunch=rdomain1.rbin_addr[1]
worst-setup-path-type=flop to primary output
cp.required_ps=25600
critPathSlowestCell=dfrtp_4
critical_path.cell_chain=buf_4 > buf_4 > buf_4 > buf_4 > buf_4 > mux4_2 > nand2_1 > a32oi_1 > nand3_1 > nand3_1 > o311a_1 > clkdlybuf4s50_1
arrival_ps=5900
rr_endpoint=fifomem.memory[38][6]
r2r_setup_slack_ps=28310
setup.worst_path.start_class=flop
cp_common_cell=buf_4
rr_worst_depth=4

[drt]
via_per_inst=6.04
first_pass_iters=21
drc=0
drt_iter0_drc=2593
totalWireLength_mm=194
avgRoutedWirePerCell_um=30.4
drtAntennaViolNets=0
dr_total_vias=38700

[run]
warning_count=31
cap_violations=0

[power_and_ir_drop]
power_frac_clock_pct=31.5
intPower_mw=5.41
powerDensity_mw_per_mm2=84.8
power_mw=7.79
pwr-share-comb_pct=27.7
seq_power_share_pct=40.7
power.net_switching_mw=2.38
max-vdd-ir-drop_mv=0.0752
p_leak_nw=28.8
switching_share_pct=30.6

[yosys]
syn_avg_cell_area_um2=21.2
async_reset_ff_share_pct=3.44
syn_inst=3862
yosys_area_mm2=0.0818
aoi_share_pct=2.53
muxShareOfSynthArea_pct=14.7
yosysWarnings=7
yosys_cells=3862
synthDistinctLibCells=65
synth_area_mm2=0.0818
synth_flops=2121
edf_count=2048
ys_sh_xor_pct=0.493
logic_family=multiplexers
seq_area_frac_synth_pct=77.4
ys_sh_simple_pct=3.14
fa_ha_area_share_pct=0.162
ys.flop_type=edfxtp_1

[layout]
instances_no_fill=6403
drive_above_1_share_pct=23.8
lay_top_cells=2048 x edfxtp_1, 494 x mux4_2, 293 x nor2_1, 219 x clkbuf_16, 169 x buf_4
area_growth_pct=12.4
layout.cells.most_common=edfxtp_1
logic_area_mm2=0.0172
fillers=12000
register_area_mm2=0.0633

[global_routing]
grt_pass1_wl_mm=287
grt_max_degree=121
antenna_found_initial=1
grt_usage_pct=27.5
grt_overflow=0
grt_pass1_vias=42700

[timing]
rsz0062_at_grt=no
setup_violations=0
fin_setup_tns_ps=0
worst_slew_pin_slew_ps=1040
hold_viol=0
finalClockSkew_ps=27.7
finalMaxSlewViolations=0
relSlewSlack_pct=29.8

[floorplanning]
core_mm2=0.163
num_rows=148
dieArea_mm2=0.165
die_w_um=406
io_pins=24
fp_util_pct=50.3
die_h_um=406

[placement]
dp_hpwl_mm=115
port_buffers=22
place.gp.congestion=0.860
placed_cells=5998

[clock_network]
post_cts_buffers=0
clock_sinks=2121
cts_tree=built
clkTransAtPathRegs_ps=70

[worst_hold_path]
hold_path_class=flop to flop
hp-start=sync_wptr1.rd_wptr1[7]

synthesized netlist by cell type (11+ instances only):
master,count,area share (%)
nor2_1,295,1.4
nand3_1,79,0.48
o22ai_1,37,0.28
a21oi_1,17,0.10
a31oi_1,23,0.18
mux4_2,494,14
clkbuf_1,95,0.44
a211oi_1,28,0.26
edfxtp_1,2048,75
nand2_1,126,0.58
buf_2,71,0.43
buf_4,35,0.32
buf_6,20,0.28
o221ai_1,15,0.16
dfrtp_1,73,2.2
xor2_1,14,0.15
a22oi_1,74,0.68
xnor2_1,25,0.27
buf_1,11,0.050
nor2b_1,34,0.26
inv_1,11,0.050
nand4_1,13,0.099
mux2i_1,83,1.0
kinds of logic (layout without fill, tap and decap cells):
| family | count (synthesis) | count (layout) |
|---|---|---|
| buffers and inverters | 246 | 607 |
| AOI/OAI and AO/OA | 277 | 277 |
| adders and majority gates | 10 | 10 |
| other | 0 | 5 |
| and+or+nand+nor | 586 | 586 |
| DFF | 2121 | 2121 |
| xor gates and xnor gates | 42 | 42 |
| muxes | 580 | 580 |
routing by layer:
layer	wire (um)	GRT usage [%]
met5	191	0.773
met3	29600	18.4
met4	5300	5.93
met2	93500	39.1
met1	65900	39.1
area by class of cell:
| cell class | count | share of cell area, % |
|---|---|---|
| Sequential cell | 2121 | 68.9 |
| Multi-Input combinational cell | 1495 | 18.8 |
| Clock buffer | 267 | 6.19 |
| Tap cell | 2175 | 2.96 |
| Timing Repair Buffer | 203 | 1.82 |
| Clock inverter | 124 | 1.31 |
| Inverter | 13 | 0.0531 |
| Antenna cell | 5 | 0.0136 |
worst min path at each step:
stage                        end  slack [ps]  cells after the start
4_1_cts   sync_rptr1.wd_rptr1[6]         320                      1
5_1_grt    sync_wptr1.rd_wptr[2]         350                      0
6_report   sync_wptr1.rd_wptr[7]         350                      0
critical path, delay by kind of cell (launching register included):
family          cells  cell delay, ps
compound gates      2             620
buf+inv             6            3340
flops               1             730
mux                 1             280
simple gates        3             460
sequential cells by signal, indices dropped and copies added (netlist names), 8 cells and up:
name / flops
wdomain1.wptr: 9
fifomem.memory: 2048
sync_rptr1.wd_rptr: 9
sync_rptr1.wd_rptr1: 9
wdomain1.wbin_addr: 8
sync_wptr1.rd_wptr1: 9
sync_wptr1.rd_wptr: 9
rdomain1.rbin_addr: 9
rdomain1.rptr: 9
repair_timing:
action / 4_1_cts / 5_1_grt
endpoints found under the hold margin: 9 / 0
hold buffers: 9 / 0
gates resized: 0 / 0
power groups by stage:
stage	combinational [mW]	sequential (mW)	clock (mW)
finish	2.16	3.17	2.46
global route	2.32	3.18	2.60
CTS	2.19	3.18	2.50
through the flow:
stage	setup slack, ps	instance area [um^2]	hold WS (ps)	util [%]
global route	19310	91900	347	56.5
finish	19700	91900	346	56.6
floorplan	23460	81800	331	-
detailed placement	19910	84900	335	52.2
CTS	19610	91900	318	56.5
global placement	19930	84900	332	52.2
Power and IR drop assume default switching activity.
